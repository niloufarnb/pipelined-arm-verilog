File: flow/config.mk
export PLATFORM = sky130hd
export DESIGN_NAME = cache
export DESIGN_NICKNAME = cache
export VERILOG_FILES = /design/flow/design.v
export SDC_FILE = /design/flow/constraint.sdc
export NUM_CORES = 4
export LEC_CHECK = 1
export CORE_UTILIZATION = 30
export SYNTH_HDL_FRONTEND = slang
File: flow/constraint.sdc
current_design cache

set clk_period 55.8
set clk_io_pct 0.2

create_clock -name clk0 -period $clk_period [get_ports {clock}]

set non_clock_inputs [all_inputs -no_clocks]
set_input_delay [expr $clk_period * $clk_io_pct] -clock clk0 $non_clock_inputs
set_output_delay [expr $clk_period * $clk_io_pct] -clock clk0 [all_outputs]
File: flow/design.v
`timescale 1ns / 1ps
module cache(
	input [63:0] address, 
   input [127:0] data_line, 
   input clock, 
   output reg [31:0] instruction, 
   output reg hit 
   ); 
   integer i = 0 ; 
	integer index = 0;
   integer counter = 0; 
   reg [185:0] cache[7:0]; 
   initial begin 
		hit = 0; 
		for(i = 0 ; i < 8 ; i = i+1) 
			cache[i] = 0; 
	end 
	always@(data_line) begin
		index = address[6:4];
		cache[index] = {1'b1, address[63:7], data_line[127:0]};
		end
   always@(posedge clock) begin 
    if(cache[address[6:4]][164:128] == address[63:7] && cache[address[6:4]][185] == 1) begin 
       hit = 1 ; 
       if(address[3:2] == 2'b00) 
       instruction = cache[address[6:4]][31:0]; 
       if(address[3:2] == 2'b01) 
       instruction = cache[address[6:4]][63:32]; 
       if(address[3:2] == 2'b10) 
       instruction = cache[address[6:4]][95:64]; 
       if(address[3:2] == 2'b11) 
       instruction = cache[address[6:4]][127:96]; 
    end 
    else begin 
      hit = 0;  
    end 
  end
endmodule
File: flow/run.sh
#!/bin/bash
# OpenROAD 26Q1-2900-gdf79404cd8, Yosys 0.63+post, stock flow scripts
make -C /OpenROAD-flow-scripts/flow DESIGN_CONFIG=/design/flow/config.mk WORK_HOME=/design/flow/orfs finish
==> results.py <==
# Auto-generated metrics
metrics = {
    "run_status": {
        "status": "finished clean",
    },
    "worst_setup_path": {
        "timing_worst_setup_path_type": "in2reg",
        "crit_path_end_kind": "register",
        "worst_setup_path_start_kind": "input pin",
        "crit_fanout": 85,
        "worstPathArrival_ns": 15.57,
        "crit_required_ns": 55.76,
    },
    "yosys": {
        "simple_gate_area_share_pct": 3.30,
        "syn_avg_cell_area_sq_um": 11.8,
        "yosys_warnings": 0,
        "synthAoiAreaFrac_pct": 13.7,
        "ys_types": 58,
        "area_leaders": "dlxtp_1 (64%), mux4_2 (6.1%), a22oi_1 (4.2%)",
        "mux_share_pct": 12.2,
        "ys_seq_elements": 1353,
        "fa_ha_area_share_pct": 0,
        "ff_type": "dlxtp_1",
        "top_cell_area_share_pct": 64.1,
        "edf_count": 32,
        "synthArstFlopShare_pct": 0,
        "netlist_instances": 2610,
        "yosys_cells": 2610,
        "xor_area_share_pct": 1.05,
        "synth.cell_area_sq_um": 30900,
        "synth.largest_area_cell": "dlxtp_1",
        "ys_chip_area_sq_um": 30900,
        "synthTopLogicFamily": "AND-OR/OR-AND gates",
    },
    "floorplanning": {
        "core-area_sq_um": 102000,
        "die_w_um": 323,
        "ios": 226,
        "rows": 117,
        "dieHeight_um": 323,
        "die_area_sq_um": 104000,
        "fp_util_pct": 30.3,
    },
    "placed_design": {
        "place_hpwl_um": 54300,
        "dpl-instance-area_sq_um": 34700,
        "place.gp.congestion": 0.817,
        "port_buffers": 223,
    },
    "final_timing": {
        "unclocked_pins": 1320,
        "rsz0062_at_grt": "no",
        "hold_violations": 0,
        "final_max_slew_viol_count": 0,
        "untimed_endpoints": 1320,
        "setup_viol": 0,
        "whs_ns": 11.60,
        "worst_pin_slew_ns": 0.872,
        "max_freq_mhz": 64.1,
        "tns_ns": 0,
        "period_needed_ns": 15.61,
        "post-route-period-util_pct": 28.0,
        "relSlewSlack_pct": 41.6,
    },
    "routing": {
        "viasPerCell": 4.96,
        "drtAntennaViolNets": 0,
        "firstDrtPassIters": 5,
        "wl_per_cell_um": 21.2,
        "via_count": 20500,
        "wl_um": 87300,
        "drc_errors": 0,
        "drtIter0Drc": 1307,
    },
    "clocking": {
        "cts-hold-fix-buffers": 0,
        "post_cts_buffers": 0,
        "cts_tree": "yes",
        "htreeDepth": 2,
        "cts_buffers": 5,
        "root_buffer": "clkbuf_16",
        "clkTransAtPathRegs_ns": 0.06,
        "cts.repair.resized": 0,
        "clk_path_buf_depth": 2,
    },
    "global_routing": {
        "grt_pass1_wl_um": 131000,
        "grt_use_met3_pct": 5.97,
        "use_met1_pct": 25.2,
        "grt_use_met2_pct": 26.2,
        "grt-busiest-layer": "met2",
        "grt_start_max_net_pins": 127,
        "overflow": 0,
        "antenna_found_initial": 47,
        "grt_pass1_vias": 19000,
        "grtUsageTotal_pct": 17.3,
    },
    "final_layout": {
        "ff_latch_area_sq_um": 20800,
        "final_common_cell": "dlxtp_1",
        "syn_to_final_growth_pct": 12.9,
        "fill_cells": 10100,
        "final_cell_mix": "dlxtp_1 (1,320), clkdlybuf4s50_1 (218), a22oi_1 (172), a221oi_1 (107), mux2i_1 (104)",
        "final_area_sq_um": 34900,
        "final_layout_size_suffix_gt1_share_pct": 9.26,
        "comb_area_sq_um": 9420,
        "final_util_pct": 34.3,
    },
    "job": {
        "warning_count": 39,
        "drv_cap": 0,
    },
    "power": {
        "power_mw": 0.211,
        "p_per_area_nw_per_um2": 6.04,
        "p_leak_nw": 15.0,
        "irDropWorstVdd_mv": 0.0101,
    },
    "min_path": {
        "hold_class": "in2reg",
    },
}
## worst max-delay path, stage by stage
cell,delay (ns)
buf_8,0.40
buf_12,0.50
buf_4,0.59
nor2_2,0.33
a221o_1,0.43
a222oi_1,0.37
xnor2_1,0.14
nor4_1,0.30
nand3_1,0.26
nor4_2,0.33
buf_4,0.58
## cell families (layout without fill, tap and decap cells)
| family | after synthesis | in the layout |
|---|---|---|
| and+or+nand+nor | 209 | 209 |
| DFF | 33 | 33 |
| muxes | 263 | 263 |
| AOI/OAI and AO/OA | 583 | 583 |
| latches | 1320 | 1320 |
| xor gates and xnor gates | 37 | 37 |
| buffers and inverters | 165 | 298 |
| other | 0 | 11 |
## area by class of cell
| cell class | count | share of cell area, % |
|---|---|---|
| Multi-Input combinational cell | 1092 | 27.0 |
| Inverter | 6 | 0.0681 |
| Clock buffer | 6 | 0.369 |
| Tap cell | 1368 | 4.90 |
| Clock inverter | 2 | 0.0287 |
| Timing Repair Buffer | 284 | 7.97 |
| Sequential cell | 1353 | 59.6 |
| Antenna cell | 11 | 0.0789 |
## final timing paths
check / startpoint / endpoint / cells past startpoint
max: address[4] / instruction[22] / 11
min: address[3] / instruction[5] / 3
## cell usage after synthesis (all sizes together) (2+ instances only)
cell and n:
a2111oi 6, a211oi 16, a21oi 81, a221o 20
a221oi 108, a222oi 6, a22o 41, a22oi 172
a311oi 4, a31oi 8, and2 4, and3b 2
buf 91, clkbuf 68, clkinv 2, dlxtp 1320
edfxtp 32, inv 4, mux2 75, mux2i 104
mux4 84, nand2 57, nand2b 3, nand3 27
nand4 35, nor2 48, nor2b 6, nor3 8
nor3b 3, nor4 13, o211ai 14, o21ai 84
o22ai 14, or2 2, xnor2 26, xor2 11
## per-stage QoR
stage	std cells	setup WS [ns]
global route	4121	39.92
floorplan	2610	39.33
CTS	4111	40.15
global placement	4103	39.83
finish	4122	40.19
detailed placement	4103	39.82
## per-layer routing
metal  wire length (um)  up-vias
met3               7600      100
met4                874       64
met1              38100    10100
met2              40400      456
li1                   -     9719
met5                387        -
## flip-flops by register name (all words and copies together) (netlist names)
register and cells:
cache 1320, hit 1, instruction 32
## where the power goes
group / leakage, nW / internal [mW] / switching, mW
registers: 10.8 / 0.0694 / 0.00132
logic: 4.15 / 0.0406 / 0.0654
clock network: 0.0707 / 0.0166 / 0.0174
total: 15.0 / 0.127 / 0.0841
No activity file was given, so power comes from the tool's default toggle rates.
