==> flow/design.v <==
`timescale 1ns / 1ps
module instruction_mem(
	input [63:0] address,
   input clock,
   output  [127:0] DataLine
    );
	 reg [127:0] DataLineR;
	 integer i;
	 initial begin
		for (i = 0; i < 1024; i = i + 1)begin
			memory[i] = i;
		end
	 end
	 reg [7:0] memory [1023:0];
	 integer counter = 0;
	 reg [63:0] index;
	 reg [63:0] address_group;
	 assign DataLine = DataLineR;
	 always @(posedge clock) begin 
		  if (counter == 0) begin
				counter = counter + 1;
				address_group = address;
				index = {address_group[63:4], {4'b0000}};
			end
        else if (address_group != address) begin 
				counter = 0;
            address_group = address;
				index = {address_group[63:4], {4'b0000}};
        end 
        else if (counter == 4) begin 
				counter = 0;
				DataLineR = {
						memory[index + 15],
						memory[index + 14],
						memory[index + 13],
						memory[index + 12],
						memory[index + 11],
						memory[index + 10],
						memory[index + 9],
						memory[index + 8],
						memory[index + 7],
						memory[index + 6],
						memory[index + 5],
						memory[index + 4],
						memory[index + 3],
						memory[index + 2],
						memory[index + 1],
						memory[index]
					};
				end
				else begin
					counter = counter + 1;
				end
    end 
endmodule
==> flow/run.sh <==
#!/bin/bash
# OpenROAD 26Q1-2900-gdf79404cd8, Yosys 0.63+post, stock flow scripts
make -C /OpenROAD-flow-scripts/flow DESIGN_CONFIG=/design/flow/config.mk WORK_HOME=/design/flow/orfs finish
==> flow/config.mk <==
export PLATFORM = sky130hd
export DESIGN_NAME = instruction_mem
export DESIGN_NICKNAME = instruction_mem
export VERILOG_FILES = /design/flow/design.v
export SDC_FILE = /design/flow/constraint.sdc
export NUM_CORES = 4
export LEC_CHECK = 1
export CORE_UTILIZATION = 40
export SYNTH_HDL_FRONTEND = slang
export SYNTH_MEMORY_MAX_BITS = 65536
==> flow/constraint.sdc <==
current_design instruction_mem

set clk_period 9.1
set clk_io_pct 0.2

create_clock -name clk0 -period $clk_period [get_ports {clock}]

set non_clock_inputs [all_inputs -no_clocks]
set_input_delay [expr $clk_period * $clk_io_pct] -clock clk0 $non_clock_inputs
set_output_delay [expr $clk_period * $clk_io_pct] -clock clk0 [all_outputs]
==> flow_summary.toml <==
# physical design summary
[synth]
ys_cells = 446
synth.cell_area_um2 = 5120
ys_area_um2 = 5120
yosysTopAreaCell = "edfxtp_1"
avgSynthCellArea_um2 = 11.5
synth.top_cell.area_share = 0.399
ff_type = "edfxtp_1"
synth_top_cell_by_count = "buf_4"
edf_count = 68
synthTopCellsByArea = "edfxtp_1 40%, buf_4 18%, xor2_1 14%"
synth_seq_share = 0.524
common_cells = "124 x buf_4, 83 x xor2_1, 68 x edfxtp_1"
ys_warn_count = 0
synth_cells = 446
async_flop_share = 0
synth.distinct_cells = 29
synth-seq-cells = 100

[critical_path]
critical_path.endpoint_type = "flop"
path_class = "input port to flop"
cp_top_family = "simple AND/OR/NAND/NOR gates"
path_cells = "clkdlybuf4s50_1 > xor2_1 > nor4_1 > nand4_1 > nor4_4 > o31ai_4 > buf_4"
cpPeakStageDelay_ns = 0.50
path_max_fanout = 24
crit_arrival_ns = 4.06
critPathRequiredTime_ns = 9.17
crit_buf_inv = 2
slowest_stage = "nor4_1"
worst_setup_path_start_kind = "input port"
r2r-start = "address_group[31]"
startpoint = "address[31]"

[timing]
clock.fmax_mhz = 250
slew_headroom = 0.508
finalHoldViolCount = 0
timing.setup.tns_ns = 0
final_max_slew_viol_count = 0
rsz0062_at_grt = "false"
period_minus_slack_ns = 3.99
setup_viol = 0
fin_ws_ns = 5.11
skew_ns = 0.0102
post-route-period-util = 0.439
worst_slew_pin_slew_ns = 0.732
whs_ns = 0.475

[floorplan]
fp-utilization = 0.417
num_rows = 40
die_area_um2 = 13300
die_h_um = 115
die_w_um = 115
io-pin-count = 193
core_area_um2 = 12300

[clocking]
cts_setup_buffers = 0
ctsRootBufferMaster = "clkbuf_16"
cts_htree_levels = 3
clock.latency.late_pin_ns = 0.34
clk_path_buf_depth = 2
clkTransAtPathRegs_ns = 0.06
numCtsBuffers = 9
cts_hold_buf = 0
cts_resized = 0
cts_sinks = 100
cts_tree = "built"

[power]
p_per_area_nw_per_um2 = 151
leakage_nw = 2.44
design_power_total_uw = 943
peakVddDrop_uv = 91.4

[place]
io_buffer_count = 128
gp_congestion = 0.776
hpwlAfterDp_mm = 6.41
place_ws_ns = 4.72

[grt]
grt_overflow = 0
use_met1 = 0.211
globalRoute.busiestLayer = "met2"
antenna_found_initial = 0
grt_pass1_vias = 2731
grt_usage = 0.140
grt_pass1_wl_mm = 13.8
grt_use_met2 = 0.224
grt_max_degree = 31
met3_usage = 0.0338

[min_path]
hp-class = "flop to flop"
min_from = "counter[0]"

[routing]
insertedDiodeCount = 0
via_count = 3008
drt-pass1-iter-count = 6
drt_iter0_markers = 154
ant_nets = 0
avgViaCountPerCell = 4.32
avgRoutedWirePerCell_um = 12.3
post-route-drc-count = 0
routed_wl_mm = 8.56

[flow_run]
maxCapViolCount = 0
tool_warnings = 26

[cells_and_area]
syn_to_final_growth_pct = 22.0
drive_above_1_share = 0.0417
fin_util = 0.509

[run_status]
outcome = "complete, no violations"
path summary, 6_finish.rpt:
check / endpoint / slack (ns) / cells past startpoint
hold / removal: counter[0] / 0.47 / 1
setup / recovery: address_group[12] / 5.11 / 7
hold reg to reg: counter[0] / 0.47 / 1
setup reg to reg: address_group[12] / 6.67 / 6
registers in the layout (all words and copies together) (netlist names):
register       flops
index              5
DataLine           4
address_group     59
counter           32
power by group:
part	internal [mW]	switching (mW)
sequential	0.499	0.00626
clock	0.220	0.159
combinational	0.0371	0.0209
cell type report:
| cell class | count | area [um2] |
|---|---|---|
| multi-input combinational | 275 | 1720 |
| fill | 1032 | 6020 |
| timing repair buffer | 132 | 1310 |
| sequential | 100 | 2680 |
| clock buffer | 10 | 239 |
| inverter | 5 | 18.8 |
| clock inverter | 6 | 63.8 |
| tap | 168 | 210 |
layer usage:
layer,up-vias,share of wire
met5,-,0
met4,0,0.014
met3,9,0.080
met2,140,0.46
met1,1363,0.44
li1,1496,-
cells by family after synthesis:
family	share of synthesized area
muxes	0.00196
and+or+nand+nor	0.118
DFF	0.524
other	0.00147
AOI/OAI and AO/OA	0.00685
buffers and inverters	0.189
xor gates and xnor gates	0.154
adders and majority gates	0.00489
through the flow:
| step | std cells | area [um2] |
|---|---|---|
| 2_1_floorplan | 508 | 5350 |
| 3_3_place_gp | 680 | 5940 |
| 3_5_place_dp | 680 | 5940 |
| 4_1_cts | 696 | 6250 |
| 5_1_grt | 696 | 6250 |
| 6_report | 696 | 6250 |
cell usage in the layout (no fill, tap or decap), types with 2 or more instances in the layout:
cell	netlist	final
buf_4	124	4
dfxtp_1	32	32
nor2_1	34	34
xnor2_1	7	7
nand4_1	13	13
nor3_1	5	5
and4_1	2	2
clkinv_4	0	2
nand3_1	11	11
and3_1	4	4
xor2_1	83	83
nor2b_1	2	2
nor4_1	23	23
edfxtp_1	68	68
nand2_1	11	11
conb_1	2	64
clkdlybuf4s50_1	0	128
and2_1	4	4
or4b_1	2	2
clkbuf_16	0	9
inv_1	5	5
ha_1	2	2
Power is estimated from default activity; no workload was simulated.
